**flow/design.v**
```verilog
module fourbitcomp_bh (a, b, l, e, g);
    input [0:3] a;
    input [0:3] b;
    output l, e, g;
    reg l, e, g;
    always@(a or b)
        begin
            l = 0; e = 0; g = 0;
            if(a < b)
                    l = 1;
            else if(a > b)
                    g = 1;
            else
                    e = 1;
        end
endmodule
module fourbitcomp_df (a, b, l, e, g);
    input [0:3] a;
    input [0:3] b;
    output l, e, g;
    assign e = (!(a[3] ^ b[3])) & (!(a[2] ^ b[2])) & (!(a[1] ^ b[1])) & (!(a[0] ^ b[0]));
    assign g = a[0] & !b[0] | (a[1] & !b[1] & !(a[0] ^ b[0])) | ( a[2] & !b[2] & !(a[1] ^ b[1]) & !(a[0] ^ b[0]) ) | (!(a[0] ^ b[0]) & !(a[1] ^ b[1]) & !(a[2] ^ b[2]) & a[3] & !b[3]);
    assign l = b[0] & !a[0] | (b[1] & !a[1] & !(a[0] ^ b[0])) | ( b[2] & !a[2] & !(a[1] ^ b[1]) & !(a[0] ^ b[0]) ) | (!(a[0] ^ b[0]) & !(a[1] ^ b[1]) & !(a[2] ^ b[2]) & b[3] & !a[3]);
endmodule 
```
**flow/run.sh**
```bash
#!/bin/bash
# OpenROAD 26Q1-2900-gdf79404cd8, Yosys 0.63+post, stock flow scripts
make -C /OpenROAD-flow-scripts/flow DESIGN_CONFIG=/design/flow/config.mk WORK_HOME=/design/flow/orfs finish
```
**flow/config.mk**
```make
export PLATFORM = sky130hd
export DESIGN_NAME = fourbitcomp_df
export DESIGN_NICKNAME = fourbitcomp_df
export VERILOG_FILES = /design/flow/design.v
export SDC_FILE = /design/flow/constraint.sdc
export NUM_CORES = 4
export LEC_CHECK = 1
export CORE_AREA = 10 10 70 70
export DIE_AREA = 0 0 80 80
```
**flow/constraint.sdc**
```tcl
current_design fourbitcomp_df

set clk_period 1.3
set clk_io_pct 0.2

create_clock -name clk0 -period $clk_period

set non_clock_inputs [all_inputs -no_clocks]
set_input_delay [expr $clk_period * $clk_io_pct] -clock clk0 $non_clock_inputs
set_output_delay [expr $clk_period * $clk_io_pct] -clock clk0 [all_outputs]
```
==> qor.csv <==
metric;value;unit
status;finished, violations left;
violations;negative setup slack;
layout_min_cycle_time;1420;ps
fmax;702;MHz
yosysTopAreaCell;ha_1;
p_per_area;314;nW/µm²
regArea;0;µm²
power.switching;0.0000528;W
cp.required;1040;ps
nClkBuffers;0;
ios;11;
p_leak;0.197;nW
yosysTopAreaCellShare;45.5;%
fin_util;12.6;%
p_clk_share;0;%
die_w;80;µm
drc_errors;0;
route.detailed.wl_per_inst;7.54;µm
ant_nets;0;
synthTopCellsByArea;ha_1 (45%), inv_1 (14%), o211ai_1 (9.1%);
slowest_stage;ha_4;
ctsHoldBuffers;0;
path_buffers;4;
sw_frac_of_total;39.0;%
drtIter0Drc;4;
cp.arrival;1160;ps
cpPeakStageDelay;230;ps
ir_worst_vdd;0.0618;mV
coreArea;3420;µm²
fillers;395;
grt_setup_unrepaired;yes;
hold_path_end;l;
synth.avg_cell_area;7.51;µm²
track_usage;2.01;%
start_kind;input pin;
netlist_area;165;µm²
ys_chip_area;165;µm²
setup_ws;-125;ps
vias_per_cell;2.53;
yosysWarningCount;0;
synth_cells;22;
stdcell_area;432;µm²
drt_pass1_iterations;2;
grt_pass1_vias;250;
ys_cells;22;
common_cells;ha_1 (6), inv_1 (6), a21oi_1 (2), nand3_1 (2), o211ai_1 (2);
die_area;6400;µm²
hp-class;in2out;
finalHoldViolations;0;
grt_overflow_total;0;
placed_cell_area;363;µm²
internal_power;0.0000826;W
antenna_found_initial;0;
nFlopsAndLatches;0;
crit_type;in2out;
slew_headroom;88.0;%
warnings;37;
n_antenna_cell;0;
combPwrFrac;100.0;%
crit_chain;buf_8 -> ha_4 -> buf_6 -> buf_6 -> a21oi_2 -> o211ai_1 -> buf_2;
worstPathMaxFanout;2;
finalSetupViolCount;3;
ys_seq_share;0;%
wl;656;µm
vias;220;
die_h;80;µm
port_buffers;11;
maxCapViolCount;0;
rows;21;
final_max_slew_viol_count;0;
gp_congestion;0.638;
fp_util;4.84;%
worst_pin_slew;179;ps
hp-start;b[0];
grt_pass1_wl;1.07;mm
pwr-share-seq;0;%
grt_max_degree;4;
cp_top_family;buffers and inverters;
hold_depth;5;
area_growth;161;%
fin_crit_sh;110;%
ys_types;9;
final_layout_size_suffix_gt1_share;61.0;%
final.setup.tns;-276;ps
end_kind;output port;
cp.depth;7;
cpMostUsedCell;buf_6;
## what timing repair did
item / in CTS / in global routing
pin swaps: 7 / 3
resized: 47 / 4
endpoints found under the setup margin: 3 / 3
buffers inserted: 4 / 0
## cells by family after synthesis
family / after synthesis / synth area share (%)
fa+ha+maj: 6 / 45.5
compound gates: 4 / 15.1
simple gates: 6 / 25.8
buf+inv: 6 / 13.6
## power by group through the flow
stage         clock (W)  combinational [W]  sequential [W]
finish                0           0.000135               0
global route          0           0.000148               0
CTS                   0           0.000121               0
## cell usage in the layout (no fill, tap or decap)
cell           count
nand3_1            2
a21oi_2            1
and3b_1            1
inv_1              4
inv_2              1
o211ai_1           2
buf_8              1
inv_4              1
buf_2              7
or2b_1             1
ha_1               3
a21oi_4            1
nand3_4            1
ha_4               3
buf_4              6
nand2b_1           1
buf_6              3
dlygate4sd2_1      2
## layer usage
layer / routed length, µm / up-vias / global-route usage, %
met4: 0 / 0 / 0
met3: 64 / 0 / 0.795
met5: 0 / - / 0
li1: - / 111 / -
met1: 279 / 103 / 2.24
met2: 312 / 6 / 3.69
## worst max-delay path by stage
stage | slack, ps | endpoint | startpoint
global route | -150 | l | b[0]
finish | -120 | l | b[0]
CTS | -100 | l | a[0]
## stage by stage
stage	total power [W]	hold slack, ps	instances	setup slack, ps
2_1_floorplan	0.0000327	633	22	165
3_3_place_gp	0.0000941	1550	83	-909
3_5_place_dp	0.0000958	1540	83	-904
4_1_cts	0.000121	929	87	-103
5_1_grt	0.000148	964	87	-147
6_report	0.000135	949	87	-125
## layout make-up
type                       instances  area [µm²]  area share [%]
inverter                           6        25.0            5.80
multi-input combinational         16         203            47.0
tap                               46        57.6            13.3
timing repair buffer              19         146            33.9
## tightest hold or removal path: cells and delay by family
| family | cells | cell delay [ps] |
|---|---|---|
| buffers and inverters | 2 | 190 |
| AOI/OAI and AO/OA | 2 | 120 |
| adders and majority gates | 1 | 120 |
Power figures rest on the tool's default switching activity, not on a simulated workload.
