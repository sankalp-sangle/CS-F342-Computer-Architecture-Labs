**design.v**
```verilog
module ADDSUB(a, b, m, answer, v, finalcarry);
    input [0:3] a;
    input [0:3] b;
    input m;
    output [0:3] answer;
    output v;
    output finalcarry;
    wire transformedB[0:3];
    wire intermediatecarrys[0:3];
    assign transformedB[0] = m ^ b[0];
    assign transformedB[1] = m ^ b[1];
    assign transformedB[2] = m ^ b[2];
    assign transformedB[3] = m ^ b[3];
    fadderbh f1(answer[3], intermediatecarrys[0], a[3], transformedB[3], m);
    fadderbh f2(answer[2], intermediatecarrys[1], a[2], transformedB[2], intermediatecarrys[0]);
    fadderbh f3(answer[1], intermediatecarrys[2], a[1], transformedB[1], intermediatecarrys[1]);
    fadderbh f4(answer[0], finalcarry, a[0], transformedB[0], intermediatecarrys[2]);
    assign v = finalcarry ^ intermediatecarrys[2];
endmodule
module fadderbh(s, c, x, y, z);
    input x, y, z;
    output s, c;
    reg s, c;
    always @(x, y, z)
    begin
        if(x + y + z == 3)
        begin
            s = 1; c = 1;
        end
        else if(x + y + z == 2)
        begin
            s = 0; c = 1;
        end
        else if(x + y + z == 1)
        begin
            s = 1; c = 0; 
        end
        else
        begin
            s = 0; c = 0;
        end
    end
endmodule
```
**run.sh**
```bash
#!/bin/bash
# OpenROAD 26Q1-2900-gdf79404cd8, Yosys 0.63+post, stock flow scripts
make -C /OpenROAD-flow-scripts/flow DESIGN_CONFIG=/design/flow/config.mk WORK_HOME=/design/flow/orfs finish
```
**config.mk**
```make
export PLATFORM = sky130hd
export DESIGN_NAME = ADDSUB
export DESIGN_NICKNAME = ADDSUB
export VERILOG_FILES = /design/flow/design.v
export SDC_FILE = /design/flow/constraint.sdc
export NUM_CORES = 4
export LEC_CHECK = 1
export CORE_AREA = 10 10 70 70
export DIE_AREA = 0 0 80 80
```
**constraint.sdc**
```tcl
current_design ADDSUB

set clk_period 4.0
set clk_io_pct 0.2

create_clock -name clk0 -period $clk_period

set non_clock_inputs [all_inputs -no_clocks]
set_input_delay [expr $clk_period * $clk_io_pct] -clock clk0 $non_clock_inputs
set_output_delay [expr $clk_period * $clk_io_pct] -clock clk0 [all_outputs]
```
==> metrics.cfg <==
[finish]
layout.cells.non_filler=81
nClkBuffers=0
area_growth_pct=131
utilization_pct=11.3
drive_above_1_share_pct=28.6
regArea_sq_um=0
nFlopsAndLatches=0

[min_path]
hold_path.class=in2out

[drt]
routedWlPerCell_um=6.99
drtIter0Drc=0
drt_pass1_iterations=1
viasPerCell=1.95
drc_errors=0
vias=158
drt_wl_total_um=566
n_antenna_cell=0
drtAntennaViolNets=0

[die]
num_io_pins=15
initial_utilization_pct=4.91
core_sq_um=3420
dieArea_sq_um=6400
die_h_um=80
chipWidth_um=80
row_count=21

[place]
port_buffers=15
dpl.cell_count=80
place.gp.congestion=0.789

[power_and_ir_drop]
intPower_uw=40.5
ir_worst_vdd_mv=0.0598
p_per_area_nw_per_um2=154
switchingPower_uw=19.1
power_leakage_nw=0.158
pwr-share-clk_pct=0
seqPwrFrac_pct=0
totalPowerFinal_uw=59.6
comb_power_share_pct=100.0
swShare_pct=32.1

[yosys]
ys_area_sq_um=168
syn_avg_cell_area_sq_um=8.82
synth_top_area_share_pct=35.8
yosysUniqueCellTypes=6
fa_ha_area_share_pct=35.8
synthCells=19
synthSimpleGateAreaFrac_pct=0
yosysWarnings=2
top_logic_kind=adder cells
aoi_share_pct=0
syn_area_sq_um=168
synthMuxAreaShare_pct=6.72
synth_seq_share_pct=0
synth_top_cell_by_count=inv_1
yosysTopAreaCell=fa_1
topCellsByArea=fa_1, buf_4, xor2_1
yosysCellCount=19
common_cells=inv_1, buf_4, fa_1, xor2_1, xnor2_1
ys_sh_xor_pct=26.1

[final_timing]
slew_headroom_pct=88.1
timing.final.crit_period_ps=3860
rsz0062_at_grt=no
period_used_pct=96.4
drv_slew=0
finalHoldViolations=0
max_freq_ghz=0.259
worstMarginPinSlew_ps=178
setup_violations=0

[worst_setup_path]
worstSetupEndpointType=output port
required_ps=3200
cp.arrival_ps=3060
path_max_fanout=2
worstSetupPathType=in2out
start_kind=input port

[global_routing]
grt_max_degree=4
grtUsageTotal_pct=1.69
grt_pass1_wl_um=876
grt_pass1_vias=173
overflow=0
grt_antenna_before_repair=0

[flow_run]
tool_warnings=32
drv_cap=0

[run_status]
status=finished, final reports clean

[clock_tree]
hold_buffers=0

==> routing by layer <==
metal	routed length, um	vias up	share of wire [%]	global-route usage (%)
met5	0	-	0	0
met3	97	0	17	0.795
met1	345	63	61	3.00
met4	0	0	0	0
li1	-	80	-	-
met2	123	15	22	1.69
==> power by group through the flow <==
stage     registers (mW)  clock network, mW  logic, mW
4_1_cts                0                  0     0.0610
5_1_grt                0                  0     0.0664
6_report               0                  0     0.0596
==> worst paths after layout <==
check	slack (ps)	end	start	depth (start not counted)
worst max-delay path	140	finalcarry	b[2]	8
worst min-delay path	2560	answer[0]	a[0]	5
==> through the flow <==
step | instance area (sq um) | hold slack (ps) | setup slack, ps | setup TNS, ps
global placement | 375 | 2630 | -127 | -244
detailed placement | 375 | 2670 | -158 | -310
finish | 387 | 2560 | 143 | 0
global route | 387 | 2580 | 6.60 | 0
floorplan | 168 | 1750 | 852 | 0
CTS | 387 | 2560 | 93.0 | 0
==> area by class of cell <==
class	count	area [sq um]
well taps	46	57.6
repair buffers	20	184
multi-input cells	9	123
inverters	6	22.5
fillers	405	3030
==> critical path, cell delays in order <==
cell	delay, ps
clkdlybuf4s50_1	480
xor2_1	180
fa_2	230
inv_2	40
fa_2	400
fa_2	410
inv_1	60
clkdlybuf4s50_1	460
==> logic make-up (layout without fill, tap and decap cells) <==
group,count (synthesis),count (layout)
xor gates and xnor gates,5,5
muxes,1,1
adders and majority gates,3,3
buffers and inverters,10,26
==> layout by cell type, fill, tap and decap left out <==
| cell | instances |
|---|---|
| xor2_1 | 3 |
| inv_1 | 5 |
| fa_2 | 3 |
| mux2_2 | 1 |
| buf_4 | 5 |
| inv_2 | 1 |
| clkdlybuf4s50_1 | 12 |
| xnor2_1 | 2 |
| dlygate4sd2_1 | 3 |
==> repair_timing <==
| item | 4_1_cts | 5_1_grt |
|---|---|---|
| resized | 7 | 0 |
| endpoints found under the setup margin | 3 | 1 |
| setup buffers | 1 | 0 |
| pin swaps | 5 | 1 |
Power and IR drop assume default switching activity.
