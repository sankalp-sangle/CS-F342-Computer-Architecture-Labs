==> flow/design.v <==
module adder32bit(a, b, cin, answer, cout);
    input [0:31] a;
    input [0:31] b;
    input cin;
    output cout;
    output [0:31] answer;
    wire intermediatecarrys[0:2];
    adder8bit a0(a[24:31], b[24:31], intermediatecarrys[0], answer[24:31], cin);
    adder8bit a1(a[16:23], b[16:23], intermediatecarrys[1], answer[16:23], intermediatecarrys[0]);
    adder8bit a2(a[8:15], b[8:15], intermediatecarrys[2], answer[8:15], intermediatecarrys[1]);
    adder8bit a3(a[0:7], b[0:7], cout, answer[0:7], intermediatecarrys[2]);
endmodule
module DECODER(d0, d1, d2, d3, d4, d5, d6, d7, x, y, z);
    input x, y, z;
    output d0, d1, d2, d3, d4, d5, d6, d7;
    wire notx, noty, notz;
    not nx(notx, x);
    not nx(noty, y);
    not nx(notz, z);
    and a0(d0, notx, noty, notz);
    and a1(d1, notx, noty, z);
    and a2(d2, notx, y, notz);
    and a3(d3, notx, y, z);
    and a4(d4, x, noty, notz);
    and a5(d5, x, noty, z);
    and a6(d6, x, y, notz);
    and a7(d7, x, y, z);
endmodule
module adder8bit(a, b, cout, answer, cin);
    input [0:7] a;
    input [0:7] b;
    input cin;
    output [0:7] answer;
    output cout;
    wire intermediatecarrys[0:6];
    FADDER f0(answer[7], intermediatecarrys[0], a[7], b[7] , cin);
    FADDER f1(answer[6], intermediatecarrys[1], a[6], b[6], intermediatecarrys[0]);
    FADDER f2(answer[5], intermediatecarrys[2], a[5], b[5], intermediatecarrys[1]);
    FADDER f3(answer[4], intermediatecarrys[3], a[4], b[4], intermediatecarrys[2]);
    FADDER f4(answer[3], intermediatecarrys[4], a[3], b[3], intermediatecarrys[3]);
    FADDER f5(answer[2], intermediatecarrys[5], a[2], b[2], intermediatecarrys[4]);
    FADDER f6(answer[1], intermediatecarrys[6], a[1], b[1], intermediatecarrys[5]);
    FADDER f7(answer[0], cout, a[0], b[0], intermediatecarrys[6]);
endmodule
module FADDER(s, c, x, y, z);
    input x, y, z;
    output s, c;
    wire d0, d1, d2, d3, d4, d5, d6, d7;
    DECODER Decoder(d0, d1, d2, d3, d4, d5, d6, d7, x, y, z);
    assign s = d1 | d2 | d4 | d7;
    assign c = d3 | d5 | d6 | d7;
endmodule
==> flow/run.sh <==
#!/bin/bash
# OpenROAD 26Q1-2900-gdf79404cd8, Yosys 0.63+post, stock flow scripts
make -C /OpenROAD-flow-scripts/flow DESIGN_CONFIG=/design/flow/config.mk WORK_HOME=/design/flow/orfs finish
==> flow/config.mk <==
export PLATFORM = sky130hd
export DESIGN_NAME = adder32bit
export DESIGN_NICKNAME = adder32bit
export VERILOG_FILES = /design/flow/design.v
export SDC_FILE = /design/flow/constraint.sdc
export NUM_CORES = 4
export LEC_CHECK = 1
export CORE_AREA = 10 10 90 90
export DIE_AREA = 0 0 100 100
==> flow/constraint.sdc <==
current_design adder32bit

set clk_period 13.5
set clk_io_pct 0.2

create_clock -name clk0 -period $clk_period

set non_clock_inputs [all_inputs -no_clocks]
set_input_delay [expr $clk_period * $clk_io_pct] -clock clk0 $non_clock_inputs
set_output_delay [expr $clk_period * $clk_io_pct] -clock clk0 [all_outputs]
==> impl_results.html <==
<h2>Synthesis and place &amp; route</h2>
<table>
<tr><th>Metric</th><th>Value</th></tr>
<tr><th colspan="2">Place</th></tr>
<tr><td>Global placement routability congestion</td><td>0.6922</td></tr>
<tr><td>Placement Cell Area</td><td>1795 sq um</td></tr>
<tr><td>Number of buffers added on ports</td><td>98</td></tr>
<tr><td>DP HPWL</td><td>2.792 mm</td></tr>
<tr><th colspan="2">Worst setup path</th></tr>
<tr><td>Arrival time of the worst setup path</td><td>14.19 ns</td></tr>
<tr><td>Critical path buffer and inverter count</td><td>2</td></tr>
<tr><td>Required @ worst endpoint</td><td>10.80 ns</td></tr>
<tr><td>Family of cells with the greatest summed delay on the critical path</td><td>adder cells</td></tr>
<tr><td>Largest stage delay on the critical path</td><td>0.52 ns</td></tr>
<tr><td>Crit-path slowest cell</td><td>sky130_fd_sc_hd__fa_2</td></tr>
<tr><td>Cell seen most often among critical-path stages</td><td>sky130_fd_sc_hd__fa_2</td></tr>
<tr><td>Critical path endpoint category</td><td>output port</td></tr>
<tr><td>Kind of start point of the critical path</td><td>primary input</td></tr>
<tr><td>Peak fanout along the critical path</td><td>1</td></tr>
<tr><td>Critical path depth</td><td>34</td></tr>
<tr><td>Worst Setup Path Type</td><td>in -&gt; out</td></tr>
<tr><th colspan="2">Final timing</th></tr>
<tr><td>Final worst path period need</td><td>16.89 ns</td></tr>
<tr><td>Smallest setup slack after layout</td><td>-3.392 ns</td></tr>
<tr><td>Count of final setup violators</td><td>11</td></tr>
<tr><td>Period Utilization, post-route</td><td>1.251</td></tr>
<tr><td>Measured slew at the worst slew-check pin</td><td>0.1101 ns</td></tr>
<tr><td>Final Hold Viols</td><td>0</td></tr>
<tr><td>Maximum clock frequency</td><td>59.20 MHz</td></tr>
<tr><td>Final-report max-slew violation count</td><td>0</td></tr>
<tr><td>Unrepaired setup endpoints after global routing</td><td>true</td></tr>
<tr><td>Worst hold slack</td><td>6.113 ns</td></tr>
<tr><td>Tightest slew margin relative to the limit</td><td>0.9264</td></tr>
<tr><th colspan="2">Global route</th></tr>
<tr><td>GRT Overall Usage</td><td>0.05184</td></tr>
<tr><td>Overflow left after global routing</td><td>0</td></tr>
<tr><td>Global-route wire length before repair</td><td>4.195 mm</td></tr>
<tr><td>Vias in the first global route</td><td>865</td></tr>
<tr><td>Maximum number of pins on one net before global-route repair</td><td>2</td></tr>
<tr><td>Antenna violations before repair</td><td>0</td></tr>
<tr><th colspan="2">Drt</th></tr>
<tr><td>Average wire length per cell after detail routing</td><td>13.25 um</td></tr>
<tr><td>Routed Wire Length</td><td>2.743 mm</td></tr>
<tr><td>Initial DRT Pass Iterations</td><td>1</td></tr>
<tr><td>Detail-routed via count per cell</td><td>3.275</td></tr>
<tr><td>Post-route antenna net violation count</td><td>0</td></tr>
<tr><td>DRC violation total after the first TritonRoute iteration</td><td>0</td></tr>
<tr><td>Number of design rule violations left after detail routing</td><td>0</td></tr>
<tr><td>Antenna cells</td><td>0</td></tr>
<tr><td>Vias post-DR</td><td>678</td></tr>
<tr><th colspan="2">Finish</th></tr>
<tr><td>Register Area</td><td>0 sq um</td></tr>
<tr><td>Sequential cell count</td><td>0</td></tr>
<tr><td>Combinational Area</td><td>720.7 sq um</td></tr>
<tr><td>Fillcell total</td><td>644</td></tr>
<tr><td>Area growth, synth to finish</td><td>96.17%</td></tr>
<tr><td>Fraction of final layout cells with drive strength greater than 1</td><td>0.3615</td></tr>
<tr><td>Number of clock buffers in the layout</td><td>0</td></tr>
<tr><td>Cell area after layout</td><td>1728 sq um</td></tr>
<tr><th colspan="2">Logic synthesis</th></tr>
<tr><td>Mapped Area</td><td>880.8 sq um</td></tr>
<tr><td>Fraction of the mapped netlist area in compound gates</td><td>0</td></tr>
<tr><td>Yosys warning tally</td><td>2</td></tr>
<tr><td>Area of the synthesized netlist per yosys stat</td><td>880.8 sq um</td></tr>
<tr><td>Per-instance average area after synthesis</td><td>13.76 sq um</td></tr>
<tr><td>Synthesized instance count</td><td>64</td></tr>
<tr><td>Simple logic cell fraction of the synthesized area</td><td>0</td></tr>
<tr><td>Post-synthesis adder-cell area fraction</td><td>0.7273</td></tr>
<tr><td>Number of standard cells reported by yosys</td><td>64</td></tr>
<tr><td>Sequential cell area fraction in the yosys report</td><td>0</td></tr>
<tr><td>Yosys xor share</td><td>0</td></tr>
<tr><td>Share of cell area taken by muxes after synthesis</td><td>0</td></tr>
<tr><td>Unique cell type count in the Yosys netlist</td><td>2</td></tr>
<tr><td>Main logic family after synthesis</td><td>adder cells</td></tr>
<tr><th colspan="2">Run status</th></tr>
<tr><td>Failing checks</td><td>negative setup slack</td></tr>
<tr><td>Run status</td><td>finished, violations left</td></tr>
<tr><th colspan="2">Pwr</th></tr>
<tr><td>Peak supply drop</td><td>0.01416 mV</td></tr>
<tr><td>PwrDens</td><td>41.29 nW/um^2</td></tr>
<tr><td>Leak pwr</td><td>0.5944 nW</td></tr>
<tr><th colspan="2">Run</th></tr>
<tr><td>Tool warnings</td><td>35</td></tr>
<tr><td>Max_cap viols</td><td>0</td></tr>
<tr><th colspan="2">CTS</th></tr>
<tr><td>Post-CTS setup-driven buffer insertion count</td><td>0</td></tr>
<tr><th colspan="2">Die</th></tr>
<tr><td>Die H</td><td>100 um</td></tr>
<tr><td>Effective utilization at floorplan</td><td>0.1403</td></tr>
<tr><td>Die span in x</td><td>100 um</td></tr>
<tr><td>Number of placed I/O pins</td><td>98</td></tr>
<tr><td>Core Rows</td><td>29</td></tr>
<tr><td>Total die size</td><td>10000 sq um</td></tr>
<tr><td>Core Area</td><td>6277 sq um</td></tr>
<tr><th colspan="2">Min path</th></tr>
<tr><td>Worst Hold Depth</td><td>3</td></tr>
<tr><td>Worst min-delay path class</td><td>in -&gt; out</td></tr>
</table>
[cell families (layout without fill, tap and decap cells)]
| group | after synthesis | count (layout) |
|---|---|---|
| adder cells (fa/ha/maj) | 32 | 32 |
| buffers and inverters | 32 | 98 |
[placed cells by master, fill, tap and decap left out]
cell type	synthesis	routed
sky130_fd_sc_hd__dlygate4sd2_1	0	1
sky130_fd_sc_hd__buf_6	0	1
sky130_fd_sc_hd__clkdlybuf4s50_1	0	82
sky130_fd_sc_hd__fa_2	0	32
sky130_fd_sc_hd__buf_2	0	14
[report_power, final]
| group | total [mW] | internal (mW) | switching (mW) |
|---|---|---|---|
| combinational | 0.0713 | 0.0519 | 0.0194 |
| clock | 0 | 0 | 0 |
| sequential | 0 | 0 | 0 |
[cell type report]
cell class	count	share of cell area
multi-input combinational	32	0.4171
tap	77	0.05576
timing repair buffer	98	0.5272
[per-stage QoR]
stage	setup TNS, ns	instances	setup WS [ns]	util	total power [mW]
final	-21.53	207	-3.392	0.2753	0.07134
after global routing	-23.90	207	-3.623	0.2753	0.08276
after CTS	-22.16	207	-3.455	0.2753	0.07470
after detailed placement	-31.39	207	-4.158	0.2860	0.08303
after global placement	-31.17	207	-4.138	0.2860	0.08202
after floorplan	-18.31	64	-3.042	-	0.03971
[worst min-delay path: stages]
cell	delay (ns)
sky130_fd_sc_hd__buf_6	0.07
sky130_fd_sc_hd__fa_2	0.19
sky130_fd_sc_hd__clkdlybuf4s50_1	0.46
[synthesized netlist by cell type, drive strengths merged]
master	count	area share
fa	32	0.73
buf	32	0.27
[repair_timing]
| action | CTS | global route |
|---|---|---|
| pin swaps | 0 | 0 |
| hold endpoints to repair | 0 | 0 |
| hold buffers | 0 | 0 |
| endpoints found under the setup margin | 14 | 12 |
| gates cloned | 0 | 0 |
| gates resized | 51 | 0 |
[per-layer routing]
metal  track usage  up-vias  routed length (um)
met3       0.04997        0                 700
met2       0.07218       74                1058
met5             0        -                   0
li1              -      292                   -
met4             0        0                   0
met1       0.06067      312                 984
[final timing paths]
kind / start / to / slack (ns)
setup / recovery: a[31] / answer[0] / -3.39
hold / removal: a[31] / answer[31] / 6.11
Power is estimated from default activity; no workload was simulated.
